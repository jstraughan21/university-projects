===== config.mk =====
export PLATFORM = sky130hd
export DESIGN_NAME = SimpleSend
export DESIGN_NICKNAME = SimpleSend
export VERILOG_FILES = /design/flow/design.v
export SDC_FILE = /design/flow/constraint.sdc
export NUM_CORES = 4
export LEC_CHECK = 1
export CORE_UTILIZATION = 50

===== constraint.sdc =====
current_design SimpleSend

set clk_period 3.1
set clk_io_pct 0.2

create_clock -name clk0 -period $clk_period [get_ports {clk}]

set non_clock_inputs [all_inputs -no_clocks]
set_input_delay [expr $clk_period * $clk_io_pct] -clock clk0 $non_clock_inputs
set_output_delay [expr $clk_period * $clk_io_pct] -clock clk0 [all_outputs]

===== design.v =====
module BitCounter(Count, ClearCounter, IncCounter, clk, reset);
	output  [7:0] Count;
	input   ClearCounter, IncCounter;
	input   clk, reset;
	reg [7:0] Count, nCount;
	always @(posedge clk) begin
		if(reset) Count <= 0;
		else Count <= nCount;
		end
	always @(Count, reset, ClearCounter, IncCounter) begin
		if(reset || ClearCounter)
			nCount = 0;
		else if(IncCounter)
			nCount = Count + 1;
		else
			nCount = Count;
		end
endmodule
module CountToDisplay(disp, lCount);
    output reg [15:0] disp;
    input [3:0] lCount;
    always @(lCount) begin
		case(lCount)
			4'd0:  disp = 16'b0000_0000_0000_0000;
			4'd1:  disp = 16'b0000_0000_0000_0001;
			4'd2:  disp = 16'b0000_0000_0000_0010;
			4'd3:  disp = 16'b0000_0000_0000_0011;
			4'd4:  disp = 16'b0000_0000_0000_0100;
			4'd5:  disp = 16'b0000_0000_0000_0101;
			4'd6:  disp = 16'b0000_0000_0000_0110;
			4'd7:  disp = 16'b0000_0000_0000_0111;
			4'd8:  disp = 16'b0000_0000_0000_1000;
			4'd9:  disp = 16'b0000_0000_0000_1001;
			4'd10: disp = 16'b0000_0000_0001_0000;
			4'd11: disp = 16'b1010_1011_1100_1101;
			default: disp = 16'b0000_0000_0000_0000;
		endcase
		end
endmodule
module DeBouncer (out, in , clk, reset);
	output reg out;
	input in, clk, reset;
	reg sync_0, sync_1;
	reg [22:0] Count, nCount;
	parameter WAIT = 23'd4999999;
	always @(posedge clk) begin
		if (reset) sync_0 <= 0;
		else sync_0 <= in;
		end
	always @(posedge clk) begin
		if (reset) sync_1 <= 0;
		else sync_1 <= sync_0;
		end
	always @(posedge clk) begin
		if (reset) Count <= 23'd0;
		else if (sync_0 ^ sync_1) Count <= 23'd0;
		else Count <= nCount;
		end
	always @(Count) begin
		nCount = Count + 1;
		end
	always @(posedge clk) begin
		if (reset) out <= 0;
		else out <= (Count == WAIT) ? sync_1 : out;
		end
endmodule
module GRBStateMachine(qmode,Done,ShiftPattern,StartCoding,
          ClrCounter,IncCounter,ShipGRB,theBit,bdone,Count,clk,reset,allDone, nextLED, delay, changeColor,lost, ShipClr, loadClr, loadColor, lCount);
	output	[1:0] qmode;
	output  [3:0] lCount;
	output	allDone, Done, ShiftPattern, StartCoding, ClrCounter, IncCounter, nextLED, changeColor, lost, loadClr, loadColor;
	input	ShipGRB, theBit, bdone, delay, ShipClr;
	input   [7:0] Count;
	input	clk, reset;
	reg	     	S, nS;
	parameter	SSHIPRET=1'b0, SSHIPGRB=1'b1;
	reg [7:0]   COMPAREVAL;
	reg      [14:0]  rCount;  		 
	reg      [3:0]   lCount = 4'b0000;
	reg      [22:0]  dCount = 23'd0;
	always @(posedge clk) begin
		if(reset)
			S <= SSHIPRET;
		else
			S <= nS;
		end
	always @(S, ShipGRB, bdone, Count, COMPAREVAL, ShipClr) begin
		case(S)
			SSHIPRET:  nS = (ShipGRB || ShipClr) ? SSHIPGRB : SSHIPRET;	 
			SSHIPGRB:  nS = (bdone && (Count==COMPAREVAL)) ? SSHIPRET : SSHIPGRB;	 
			default:   nS = SSHIPRET;
		endcase
		end
	assign loadColor      = (S==SSHIPRET) && ShipGRB;
	assign loadClr        = (S==SSHIPRET) && ShipClr;
	assign ClrCounter     = (S==SSHIPRET) && (ShipGRB || ShipClr);
	assign StartCoding    = (S==SSHIPRET) && (ShipGRB || ShipClr);
	assign ShiftPattern   = (S==SSHIPGRB) && bdone;
	assign IncCounter     = (S==SSHIPGRB) && bdone;
	assign qmode          = (S==SSHIPRET) ? 2'b10 : {1'b0,theBit};
	assign Done           = (S==SSHIPGRB) && bdone && (Count==COMPAREVAL);
	assign allDone        = (S==SSHIPRET) && (rCount==15'd28100);  
	assign nextLED        = (S==SSHIPRET) && (dCount == 23'd5000000);  
	assign changeColor    = (lCount == 4'd10) && (dCount == 23'd5000000);
	assign lost           = (lCount == 4'd11);
	always @(posedge clk) begin
		if(reset || Done)
			rCount <= 0;
		else if (S==SSHIPRET)
			rCount <= rCount+1; 
		else 
			rCount <= rCount;
		end
	always @(posedge clk) begin
	   if(reset)
	       lCount <= 4'd0;
	   else if (S==SSHIPRET && ShipGRB)
	       lCount <= (lCount==4'd11) ? 4'd1 : lCount + 1;
	   else 
	       lCount <= lCount;
	   end
	always @(posedge clk) begin
	   if(reset)
	       dCount <= 0;
       else if (delay)
           dCount <= dCount + 1;
       else
           dCount <= dCount;
       end
	always @(lCount) begin
		case(lCount)
			4'd1:  COMPAREVAL = 23;   
			4'd2:  COMPAREVAL = 47;   
			4'd3:  COMPAREVAL = 71;   
			4'd4:  COMPAREVAL = 95;   
			4'd5:  COMPAREVAL = 119;  
			4'd6:  COMPAREVAL = 143;   
			4'd7:  COMPAREVAL = 167;   
			4'd8:  COMPAREVAL = 191;   
			4'd9:  COMPAREVAL = 215;   
			4'd10: COMPAREVAL = 239;  
			4'd11: COMPAREVAL = 239;
			default: COMPAREVAL = 23;
		endcase
		end		
endmodule
module Hex27Seg(Leds, muxd);
	output reg [0:6] Leds;
	input [3:0] muxd;
	always @(muxd) begin
		case(muxd)
			4'h0: Leds = 7'b000_0001;		 
			4'h1: Leds = 7'b100_1111;		 
			4'h2: Leds = 7'b001_0010;		 
			4'h3: Leds = 7'b000_0110;		 
			4'h4: Leds = 7'b100_1100;		 
			4'h5: Leds = 7'b010_0100;		 
			4'h6: Leds = 7'b010_0000;		 
			4'h7: Leds = 7'b000_1111;		 
			4'h8: Leds = 7'b000_0000;		 
			4'h9: Leds = 7'b000_0100;		 
			4'hA: Leds = 7'b111_0001;		 
			4'hB: Leds = 7'b000_0001;		 
			4'hC: Leds = 7'b010_0100;		 
			4'hD: Leds = 7'b011_0000;		 
			default: Leds = 7'b111_1111;	 
		endcase
		end
endmodule
module Mux4Machine(muxd,adrive,A,B,C,D,clk,reset,blank);
	output [3:0] muxd; 			 
	output [3:0] adrive;  		 
	input  [3:0] A,B,C,D,blank;
	input        clk,reset;
	reg    [3:0] muxd, adrive;
	parameter NUMSVAR=20;
	reg    [NUMSVAR:1] nS, S; 	 
	always @(posedge clk) begin
		if (reset) S <= 0;
		else  S <= nS;
	end
	always @(S) begin
		nS = S + 1;
	end
	always @(S[NUMSVAR:NUMSVAR-1] or A or B or C or D or blank) begin
		case(S[NUMSVAR:NUMSVAR-1])
			2'b11: begin muxd=A; adrive=(!blank[3] ? 4'b0111 : 4'b1111); end
			2'b10: begin muxd=B; adrive=(!blank[2] ? 4'b1011 : 4'b1111); end
			2'b01: begin muxd=C; adrive=(!blank[1] ? 4'b1101 : 4'b1111); end
			2'b00: begin muxd=D; adrive=(!blank[0] ? 4'b1110 : 4'b1111); end
			default: begin muxd=A; adrive=4'b1111; end
		endcase
	end
endmodule
module NZRbitGEN(bout, bdone, qmode, startcoding, clk, reset);
	output  bout, bdone;   
	input   [1:0] qmode;   
	input   startcoding;   
	input   clk, reset;    
	reg     bout;          
	reg     [6:0] bcount;  
	always @(posedge clk) begin
		if(reset || startcoding)
			bcount <= 0;
		else
			bcount <= bcount + 1; 
		end
	always @(qmode or bcount) begin  
		case(qmode)         
			2'b00:  bout = (bcount < 36) ? 1 : 0 ;  
			2'b01:  bout = (bcount < 92) ? 1 : 0 ;  
			2'b10:  bout = 0;  
			2'b11:  bout = 1;  
			default: bout = 0;
		endcase
		end
	assign bdone = (bcount == 127);   
endmodule
module SSStateMachine(shipGRB, Done, Go, clk, reset, allDone, Ready2Go, Stop, nextLED, delay,lost, Clr, shipClr);
	output	shipGRB, Ready2Go, delay, shipClr;
	input	allDone, Done, Go, Stop, nextLED,lost,Clr;
	input	clk, reset;
	reg [2:0]	S, nS;
	parameter	SWAIT=3'b000, SSHIP=3'b001, SRET=3'b010, SDELAY=3'b011, SCLEAR=3'b100, SCLEARRET=3'b101;
	always @(posedge clk) begin
		if(reset)
			S <= SWAIT;
		else
			S <= nS;
		end
	always @(S, Go, Clr, Stop, Done, allDone, lost, nextLED) begin
		case(S)
			SWAIT:      if(Go)         nS = SSHIP;
			            else if(Clr)   nS = SCLEAR;	
			            else           nS = SWAIT;	
			SSHIP:		nS = Done    ? SRET     : SSHIP;
			SRET:       if(allDone) begin
			                 if(Stop || lost) nS = SWAIT;
			                 else             nS = SDELAY;
			                 end
			            else nS = SRET;
			SDELAY:     nS = nextLED ? SSHIP     : SDELAY;
			SCLEAR:     nS = Done    ? SCLEARRET : SCLEAR;                       
			SCLEARRET:  nS = allDone ? SWAIT     : SCLEARRET;
			default:	nS = SWAIT;
		endcase
		end
	assign Ready2Go = (S==SWAIT);   
	assign shipGRB  = (S==SSHIP);   
	assign shipClr  = (S==SCLEAR);
	assign delay    = (S==SDELAY);
endmodule
module ShiftRegister(CurrentBit, RotateRegisterLeft, clk, reset, changeColor, loadClr, loadColor);
	output CurrentBit;
	input  RotateRegisterLeft, changeColor, loadClr, loadColor;
	input  clk, reset;
	parameter CLEAR=24'h000000, RED=24'h00F000, GREEN=24'hF00000;   
	reg [23:0]  TheReg, nTheReg;   
	always @(posedge clk) begin
		if(reset) 
			TheReg <= GREEN;
		else 
			TheReg <= nTheReg;
	end
	always @(TheReg, changeColor, RotateRegisterLeft, loadClr, loadColor) begin
	   if(loadClr)
	       nTheReg = CLEAR;
	   else if(loadColor)
	       if (TheReg == CLEAR)
	           nTheReg = GREEN;
	       else 
	           nTheReg = TheReg;
	   else if(changeColor)
	       case(TheReg)
	           GREEN:   nTheReg = RED;
	           RED:     nTheReg = RED;
	           default: nTheReg = GREEN;
	       endcase
	   else if(RotateRegisterLeft)
	       nTheReg = {TheReg[22:0],TheReg[23]};
	   else
	       nTheReg = TheReg;
	   end
	assign  CurrentBit = TheReg[23];
endmodule
module SimpleSend(dataOut, Go, clk, reset, Ready2Go, Stop, Clr, adrive, Leds);
    output [0:6] Leds;
    output [3:0] adrive;
	output	dataOut, Ready2Go;
	input	Go, clk, reset, Stop, Clr;
    wire [3:0]  lCount, muxd;
    wire [15:0] disp;
	wire		shipGRB, Done, allDone, nextLED, delay, changeColor, lost, Go_db, Stop_db, Clr_db;
	wire [1:0]	qmode;
	wire		ShiftPattern, StartCoding, ClrCounter, IncCounter, theBit, bdone, shipClr, loadClr, loadColor;
	wire [7:0]	Count;
	parameter blank = 4'b0000;
    DeBouncer       dbGo(Go_db, Go, clk, reset);
    DeBouncer       dbStop(Stop_db, Stop, clk, reset);
    DeBouncer       dbClr(Clr_db, Clr, clk, reset);
	SSStateMachine	sssm(shipGRB,Done,Go_db,clk,reset,allDone,Ready2Go,Stop_db, nextLED,delay,lost,Clr_db,shipClr);
	GRBStateMachine grbsm(qmode,Done,ShiftPattern,StartCoding,ClrCounter,IncCounter,
                              shipGRB,theBit,bdone,Count,clk,reset,allDone,nextLED,delay,changeColor,lost, shipClr, loadClr,loadColor, lCount);
	ShiftRegister   shftr(theBit,ShiftPattern,clk,reset,changeColor,loadClr,loadColor);
	BitCounter	    btcnt(Count,ClrCounter,IncCounter,clk,reset);
	NZRbitGEN	    nzrgn(dataOut,bdone,qmode,StartCoding,clk,reset);
	CountToDisplay  c2d(disp, lCount);
	Mux4Machine     mux(muxd, adrive, disp[15:12], disp[11:8], disp[7:4], disp[3:0], clk, reset, blank);
	Hex27Seg        h27(Leds, muxd);
endmodule

===== run.sh =====
#!/bin/bash
# OpenROAD 26Q1-2900-gdf79404cd8, Yosys 0.63+post, stock flow scripts
make -C /OpenROAD-flow-scripts/flow DESIGN_CONFIG=/design/flow/config.mk WORK_HOME=/design/flow/orfs finish

==> job_summary.md <==
### Flow metrics

| Metric | Value |
|---|---|
| Die X | `about 130 µm` |
| Synth area leader | `dfxtp_1` |
| Fin worst setup slack | `a little under 50 ps` |
| Total number of vias | `6,445` |
| RSZ-0062 raised after global routing | `true` |
| Ant. Diodes | `0` |
| Synth Flop Type | `dfxtp_1` |
| Synthesis warning total | `9` |
| Clock tree sinks | `approximately 190` |
| P_sw | `roughly 1000 µW` |
| Row Count | `between 40 and 50` |
| P_leak | `0.00343 µW` |
| Cell with the most instances after synthesis | `dfxtp_1` |
| Crit path time final | `~3000 ps` |
| Iteration-0 DRC Markers | `249` |
| Critical Path RT | `2480 ps` |
| Clock slew at reported path FFs | `roughly 70 ps` |
| I/O pins | `18` |
| Clk_skew | `between 10 and 15 ps` |
| Switch share | `0.225` |
| Post-DR wirelength/cell | `between 10 and 15 µm` |
| R2R Path Start | `grbsm.dCount[4]` |
| Reg2reg end | `shftr.TheReg[9]` |
| ANT nets after route | `0` |
| Grt ovf | `0` |
| Setup crit end kind | `output pin` |
| Slew HR | `0.414` |
| Top cells by count | `dfxtp_1, nor2_1, xor2_1` |
| Worst Setup Start Kind | `register` |
| Vias per cell | `approximately 5.2` |
| Clock Tree Root | `clkbuf_16` |
| Final Max Slew Viols | `0` |
| Log Warnings | `38` |
| Die Ht | `132 µm` |
| Clock power frac | `0.450` |
| Pint | `roughly 3600 µW` |
| Final WL | `~16,000 µm` |
| Full die area | `about 17,000 µm²` |
| Synthesized flop and latch total | `186` |
| Period Utilization, post-route | `0.984` |
| HPWL after DPL | `10,400 µm` |
| First-pass DRT Iterations | `8` |
| Antenna violations before repair | `0` |
| Critical path class | `register to output pin` |
| Distinct lib cells | `approximately 44` |
| Final Setup Violations | `0` |
| Yosys top cell area share | `0.440` |
| Ys async rst share | `0` |
| Fin util | `0.583` |
| Status | `complete, no violations` |
| Total Power | `about 4600 µW` |
| Clk latency late pin | `420 ps` |
| CTS Hold Buffers Added | `0` |
| Worst-path fanout max | `4` |
| Peak VDD IR | `~0.00040 V` |
| H-tree depth | `4` |
| Synth Instances | `about 990` |
| Fin. Hold Viols | `0` |
| Logic pwr share | `0.022` |
| DRC violations left | `0` |
| CTS Buf Count | `17` |
| Post-place setup slack | `~74 ps` |
| Core ar. | `~17,000 µm²` |
| Longest Clk Path Bufs | `2` |
| Synth-to-Final Area Change | `14.2%` |
| Maxcap violations | `0` |
| Peak Freq | `0.328 GHz` |
| Total GRT Usage | `0.189` |
| First-pass GRT wire length | `around 27,000 µm` |
| Sequential power share | `0.528` |
| Vias in the first global route | `between 5,000 and 6,000` |
| Worst Hold End | `dbClr.Count[0]` |
| R2r setup slk | `between 500 and 600 ps` |
| Slew of the pin with the lowest slew margin | `between 800 and 900 ps` |
| # Cells Yosys | `989` |
| Mapped Area | `8470 µm²` |
| Fraction of layout cells with a size suffix above 1 | `0.0889` |
| Hold Startpoint | `dbClr.Count[0]` |
| Mean Syn Cell Area | `around 8.6 µm²` |
| Post-synth tally of flip-flops with integrated enable | `0` |
| Port Buffers | `17` |
| WP data arrival | `between 2000 and 2500 ps` |
| Pin count of the biggest net entering global routing | `between 60 and 70` |
| Routability congestion estimate | `0.804` |
| # fillers | `1,465` |
| Post-synth seq share | `0.440` |
| Post-synth area from yosys stat | `between 8000 and 9000 µm²` |
| FP Util | `0.511` |
| Main area contributors | `dfxtp_1, xor2_1, nor2_1` |
| Hold Path Class | `register to register` |
| Power density over the cells | `476 nW/µm²` |
| Hold path cells | `1` |
| CTS tree | `done` |
| Placed cell areas | `8860 µm²` |
| Worst r2r path cells | `6` |
| Setup TNS | `0 ps` |
| Design area | `between 9000 and 10,000 µm²` |
## registers in the layout, indices dropped and copies added (netlist names), 4 cells and up
register / count
shftr.TheReg: 24
dbClr.Count: 23
dbGo.Count: 23
dbStop.Count: 23
grbsm.dCount: 23
mux.S: 20
grbsm.rCount: 15
btcnt.Count: 8
nzrgn.bcount: 7
sssm.S: 6
grbsm.lCount: 4
## final cells by class
type	instances	area, µm²	area share
repair buffers	42	359	0.0371
flip-flops and latches	186	3730	0.386
clock inverters	14	140	0.0145
clock buffers	18	429	0.0444
inverters	21	78.8	0.00815
well taps	220	275	0.0285
multi-input cells	743	4660	0.482
## timing repair
action,4_1_cts,5_1_grt
buffers inserted,6,3
gates resized,32,14
cloned,0,0
setup endpoints to repair,7,5
pin swaps,10,6
## worst max path at each step
stage | from | to | slack (ps) | depth (start not counted)
6_report | grbsm.lCount[0] | Leds[0] | 50 | 11
5_1_grt | grbsm.lCount[0] | Leds[0] | -60 | 11
4_1_cts | grbsm.lCount[1] | Leds[2] | 4 | 10
## routing by layer
layer,part of all wire,global-route usage,vias to the layer above
li1,-,-,3438
met1,0.52,0.296,2940
met2,0.44,0.295,54
met3,0.028,0.0314,13
met4,0.013,0.0226,0
met5,0,0,-
## worst max-delay path, stage by stage, from the launching register on
cell and delay, ps:
dfxtp_2 360, ha_4 150, ha_4 130, and3_4 200
a31oi_4 40, o22ai_4 220, inv_2 110, buf_4 160
ha_1 200, a21oi_2 140, a21oi_2 70, dlygate4sd2_1 230
## power by group through the flow
stage     Sequential, µW  Combinational (µW)  Clock [µW]
4_1_cts             2430                 103        2140
5_1_grt             2430                 114        2240
6_report            2430                 100        2070
## metrics by stage
stage | hold WS, ps | std cells
2_1_floorplan | 413 | 989
3_3_place_gp | 428 | 1203
3_5_place_dp | 432 | 1203
4_1_cts | 442 | 1241
5_1_grt | 462 | 1244
6_report | 439 | 1244
## placed cells by master, fill, tap and decap left out, types with 9 or more instances in the layout
master,instances
inv_1,18
buf_4,24
and2_1,10
nor2b_1,14
o21ai_0,23
dfxtp_1,183
a22oi_1,17
nor3_1,27
nand3_1,59
clkdlybuf4s50_1,9
xnor2_1,40
ha_1,15
clkbuf_16,17
and3_1,26
nand4_1,26
nand2b_1,11
xor2_1,85
nand2_1,63
a21oi_1,27
or3_1,13
nor2_1,174
and4_1,10
nor4_1,17
## kinds of logic after synthesis
group | count (synthesis) | synth area share
mux | 8 | 0.00946
flops | 186 | 0.440
xor+xnor | 125 | 0.129
fa+ha+maj | 23 | 0.0340
buf+inv | 60 | 0.0288
simple gates | 489 | 0.288
compound gates | 98 | 0.0708
Power figures rest on the tool's default switching activity, not on a simulated workload.
